File: flow/design.v
`timescale 1ns/1ns
module controller (input clk, rst, miss, dataRdy, output reg outSel, regWrite, memRead, increment, outDataReady);
    reg [1:0] ps,ns;
    parameter addressing = 0, memoryRd = 1, cacheWrite = 2, addrInc = 3;
    always @ (posedge rst, posedge clk) begin
      if (rst) ps <= addressing;
      else ps <= ns;
    end
    always @(ps, dataRdy, miss) begin
        case (ps)
            addressing: begin
                if (miss == 0)
                    ns <= addrInc;
                else
                    ns <= memoryRd;
            end
            memoryRd: begin
                if (dataRdy == 0)
                    ns <= memoryRd;
                else
                    ns <= cacheWrite;
            end
            cacheWrite: begin
                if (dataRdy)
                    ns <= cacheWrite;
                else
                    ns <= addressing;
            end
            addrInc: ns <= addressing;
        endcase
    end
    always @(ps) begin
        memRead = 0;
        regWrite = 0;
        increment = 0;
        outDataReady = 0;
        case (ps)
            addressing: begin
                outSel = 0;
                if (miss == 0)
                    outDataReady = 1;
            end
            addrInc: increment = 1;
            memoryRd: begin
                memRead = 1;
            end
            cacheWrite: begin
                regWrite = 1;
                outSel = 1;
                outDataReady = 1;
            end
        endcase
    end
endmodule
File: flow/constraint.sdc
current_design controller

set clk_period 1.8
set clk_io_pct 0.2

create_clock -name clk0 -period $clk_period [get_ports {clk}]

set non_clock_inputs [all_inputs -no_clocks]
set_input_delay [expr $clk_period * $clk_io_pct] -clock clk0 $non_clock_inputs
set_output_delay [expr $clk_period * $clk_io_pct] -clock clk0 [all_outputs]
File: flow/config.mk
export PLATFORM = sky130hd
export DESIGN_NAME = controller
export DESIGN_NICKNAME = controller
export VERILOG_FILES = /design/flow/design.v
export SDC_FILE = /design/flow/constraint.sdc
export NUM_CORES = 4
export LEC_CHECK = 1
export CORE_AREA = 10 10 70 70
export DIE_AREA = 0 0 80 80
File: flow/run.sh
#!/bin/bash
# OpenROAD 26Q1-2900-gdf79404cd8, Yosys 0.63+post, stock flow scripts
make -C /OpenROAD-flow-scripts/flow DESIGN_CONFIG=/design/flow/config.mk WORK_HOME=/design/flow/orfs finish
==> results.toml <==
# yosys + openroad results
[route]
routed_via_density = 2.10
insertedDiodeCount = 0
drcViolationCount = 0
first_pass_iters = 2
drtIter0Drc = 1
route.vias.total = 162
wire_per_inst_um = 6.26
drtAntennaViolNets = 0
wl_um = 482

[job]
cap_violations = 0
warnings = 25

[synth]
synth_flops = 5
synthAoiAreaFrac = 0.155
ys.flop_type = "dfrtp_1"
synthTopCellsByArea = "dfrtp_1, dfstp_2, dlxtn_1"
most_common_cell = "dfrtp_1"
ys_top_cells_by_count = "dfrtp_1, inv_1, nor2_1, nor3_1"
synthAdderAreaFrac = 0
top_cell_area_share = 0.405
synth_cells = 16
logic_family = "simple AND/OR/NAND/NOR gates"
syn_area_per_cell_um2 = 11.6
synth_top_cell_by_area = "dfrtp_1"
ys_sh_xor = 0
yosys_warnings = 1
simple_gate_area_frac = 0.176
async_reset_ff_frac = 0.800
synthMuxAreaShare = 0
netlist_area_um2 = 185
synth-edff-count = 0
synth_cell_types = 11
ys_area_um2 = 185
ys_cells = 16

[final_timing]
drv_slew = 0
finalSetupViolCount = 0
period_minus_slack_ps = 1720
worst_slack_ps = 79.9
hold_violations = 0
max_freq_mhz = 581
setup_tns_ps = 0
max-slew-margin-rel = 0.905
unclocked_regs = 1
rsz0062_at_grt = "no"
finalCritPeriodShare = 0.956
untimed_endpoints = 2
tightest_slew_ps = 142
skew_ps = 6.93

[pwr]
ir_worst_vdd_mv = 0.155
p_leak_nw = 0.163
powerDensity_nw_per_um2 = 858
p_total_mw = 0.328

[global_route]
grt_max_degree = 8
grt_pass1_wl_um = 807
grt_antenna_before_repair = 0
overflow = 0
grt_pass1_vias = 190
grt.total_usage = 0.0163

[clocking]
htreeDepth = 1
cts_buffer_depth = 2
worstSkewPairLatency_ps = 240
path_clk_slew_ps = 40
cts_buffers = 3
cts_tree = "yes"
postCtsHoldBufs = 0
clockRootBuffer = "clkbuf_4"

[worst_setup_path]
ff2ff_path_depth = 2
cp_data_arrival_time_ps = 1360
r2r_slack_ps = 980
critPathRequiredTime_ps = 1440
cp_max_fo = 7
slowest_delay_ps = 500
crit_start = "ps[1]"
r2r_end = "ps[2]"
endpoint_kind = "output pin"
critPathCapture = "increment"
reg2reg_from = "ps[2]"
crit_type = "reg2out"
worstPathCellList = "nor3_2, clkdlybuf4s50_1"
startpoint_type = "flop"
slowest_stage = "clkdlybuf4s50_1"

[finish]
fill_cells = 395
synthToLayoutAreaGrowth_pct = 106
drive_gt1_frac = 0.419
final_core_util = 0.112
finalInstanceArea_um2 = 382

[placement]
portBuffers = 8
post-place-ws_ps = 32.3
dp_hpwl_um = 382
dpl_cell_area_um2 = 330
gp_congestion = 0.743

[die]
die_area_um2 = 6400
io-pin-count = 9
die_h_um = 80
die_w_um = 80
initCoreUtil = 0.0542
core_area_um2 = 3420
rows = 21

[worst_hold_path]
hp-class = "in2async"

[outcome]
status = "finished clean"
[where the power goes]
group,internal [mW],total [mW],switching [mW]
Clock,0.0832,0.121,0.0378
Sequential,0.107,0.118,0.0110
Combinational,0.0657,0.0888,0.0231
Total,0.256,0.328,0.0719
[critical path: cells and delay by family (launching register included)]
| family | cells | cell delay (ps) |
|---|---|---|
| flops | 1 | 440 |
| buf+inv | 1 | 500 |
| simple gates | 1 | 180 |
[kinds of logic after synthesis]
kind of cell	count (synthesis)
flops	4
compound gates	3
buf+inv	2
latches	1
simple gates	6
[timing repair]
action,CTS,global route
buffers inserted,2,0
hold endpoints to repair,0,0
setup endpoints to repair,1,2
gates resized,1,3
[stage by stage]
step,hold WS [ps],instances
after floorplan,125,16
after global placement,475,71
after detailed placement,486,71
after CTS,325,77
after global routing,342,77
final,319,77
[cell usage in the layout (no fill, tap or decap), drive strengths merged]
master / count
inv: 2
clkbuf: 4
dfrtp: 3
nor2b: 1
o21bai: 1
buf: 3
clkdlybuf4s50: 7
nor3: 2
a22o: 1
dfstp: 1
or2: 1
nor2: 2
dlxtn: 1
dlygate4sd2: 1
a21o: 1
[flip-flops by register name, summed over array words and instances, names as in the netlist]
name,flops
outSel,1
ps,4
[layer usage]
metal / up-vias / part of all wire / GRT usage
li1: 81 / - / -
met1: 66 / 0.46 / 0.0188
met2: 12 / 0.25 / 0.0177
met3: 3 / 0.24 / 0.0182
met4: 0 / 0.048 / 0.00704
met5: - / 0 / 0
[cell type report]
type	instances	area, um^2	share of cell area
sequential	5	118	0.308
timing repair buffer	11	101	0.266
multi-input combinational	9	71.3	0.187
tap	46	57.6	0.151
clock buffer	4	26.3	0.0689
inverter	2	7.51	0.0197
[worst min path at each step]
stage	start	end	slack, ps	depth (start not counted)
5_1_grt	rst	ps[3]	340	2
4_1_cts	rst	ps[3]	330	2
6_report	rst	ps[3]	320	2
No activity file was given, so power comes from the tool's default toggle rates.
